--- flow/config.mk ---
export PLATFORM = sky130hd
export DESIGN_NAME = top
export DESIGN_NICKNAME = top
export VERILOG_FILES = /design/flow/design.v
export SDC_FILE = /design/flow/constraint.sdc
export NUM_CORES = 4
export LEC_CHECK = 1
export CORE_AREA = 10 10 198 198
export DIE_AREA = 0 0 208 208
export SYNTH_HDL_FRONTEND = slang
--- flow/design.v ---
parameter divide_by=100000000;   
parameter NBITS_INSTR = 32;
parameter NBITS_TOP = 8, NREGS_TOP = 32, NBITS_LCD = 64;
module top(input  logic clk_2,
           input  logic [NBITS_TOP-1:0] SWI,
           output logic [NBITS_TOP-1:0] LED,
           output logic [NBITS_TOP-1:0] SEG,
           output logic [NBITS_LCD-1:0] lcd_a, lcd_b,
           output logic [NBITS_INSTR-1:0] lcd_instruction,
           output logic [NBITS_TOP-1:0] lcd_registrador [0:NREGS_TOP-1],
           output logic [NBITS_TOP-1:0] lcd_pc, lcd_SrcA, lcd_SrcB,
             lcd_ALUResult, lcd_Result, lcd_WriteData, lcd_ReadData, 
           output logic lcd_MemWrite, lcd_Branch, lcd_MemtoReg, lcd_RegWrite);
  always_comb begin
    lcd_WriteData <= SWI;
    lcd_pc <= 'h12;
    lcd_instruction <= 'h34567890;
    lcd_SrcA <= 'hab;
    lcd_SrcB <= 'hcd;
    lcd_ALUResult <= 'hef;
    lcd_Result <= 'h11;
    lcd_ReadData <= 'h33;
    lcd_MemWrite <= SWI[0];
    lcd_Branch <= SWI[1];
    lcd_MemtoReg <= SWI[2];
    lcd_RegWrite <= SWI[3];
    for(int i=0; i<NREGS_TOP; i++)
       if(i != NREGS_TOP/2-1) lcd_registrador[i] <= i+i*16;
       else                   lcd_registrador[i] <= ~SWI;
    lcd_a <= {56'h1234567890ABCD, SWI};
    lcd_b <= {SWI, 56'hFEDCBA09876543};
  end
  logic reset, in_bit, out_bit;
  always_comb reset <= SWI[0];
  always_comb in_bit <= SWI[4];
  enum logic [2:0] { reset_state, read_1_zero, read_1_one, read_2_zero, read_2_one }  state;
  always_ff @ (posedge clk_2)
     if (reset) state <= reset_state;
     else
		unique case (state)
			reset_state:
				if (in_bit == 0)
					state <= read_1_zero;
				else 
					state <= read_1_one;
			read_1_zero:
				if (in_bit == 0)
					state <= read_2_zero;
				else
					state <= read_1_one;
			read_2_zero:
				if (in_bit == 0)
					state <= read_2_zero;
				else
					state <= read_1_one;
			read_1_one:
				if (in_bit == 0)
					state <= read_1_zero;
				else
					state <= read_2_one;
			read_2_one:
				if (in_bit == 0)
					state <= read_1_zero;
				else
					state <= read_2_one;
		endcase
  always_comb out_bit <= (state == read_2_zero) || (state == read_2_one);
  always_comb LED[0] <= clk_2;      
  always_comb LED[7] <= out_bit;
endmodule
--- flow/run.sh ---
#!/bin/bash
# OpenROAD 26Q1-2900-gdf79404cd8, Yosys 0.63+post, stock flow scripts
make -C /OpenROAD-flow-scripts/flow DESIGN_CONFIG=/design/flow/config.mk WORK_HOME=/design/flow/orfs finish
--- flow/constraint.sdc ---
current_design top

set clk_period 1.7
set clk_io_pct 0.2

create_clock -name clk0 -period $clk_period [get_ports {clk_2}]

set non_clock_inputs [all_inputs -no_clocks]
set_input_delay [expr $clk_period * $clk_io_pct] -clock clk0 $non_clock_inputs
set_output_delay [expr $clk_period * $clk_io_pct] -clock clk0 [all_outputs]
==> reports/metrics.cfg <==
[floorplan]
die_h_um = 208
io-pin-count = 501
dieArea_um2 = 43260
initCoreUtil_pct = 11.02
fp.dieW_um = 208
rows = 68
fp.coreArea_um2 = 34710

[power]
pwr-share-seq_pct = 11.6
p_per_area_nw_per_um2 = 349.2
peakVddDrop_mv = 0.2890
p_clk_share_pct = 69.6
leakage_nw = 1.873
p_sw_uw = 236.6
pwr-share-comb_pct = 18.7
internal-power_uw = 841.7
switching_share_pct = 21.94

[logic_synthesis]
yosys.area.top_type = buf_4
yosys.area.top_type_share_pct = 94.96
ys_warn_count = 14
ys_ff = 5
yosys.stat.seqShare_pct = 2.616
synth_cell_types = 12
topCellsByArea = buf_4 95%, dfxtp_1 2.6%, inv_1 0.88%
netlist_area_um2 = 3826
yosys_area_um2 = 3826
synthCells = 508
yosysCellCount = 508
syn-mean-instance-area_um2 = 7.532

[global_routing]
grt_pass1_wl_um = 10670
grt_pass1_vias = 2043
grt_max_degree = 7
grt-ovfl-total = 0
grtUsageTotal_pct = 2.854
antenna_found_initial = 0

[placement]
hpwlAfterDp_um = 7649
gp_congestion = 0.7666
dp_cells = 980
portBuffers = 46

[critical_path]
crit_chain = clkbuf_16 -> clkbuf_16 -> dlygate4sd2_1
startpoint_type = clock port
cp_common_cell = clkbuf_16
cpMaxStageDelayCell = dlygate4sd2_1
cp_top_family = buffers and inverters
crit_fanout = 2
path_buffers = 3
max_stage_delay_ns = 0.23
crit_type = clk -> out
cp.required_ns = 1.36
end_kind = output port
worstPathArrival_ns = 1.32

[clock_tree]
post-cts-setup-buffers = 0
cts_tree = built
clk_pin_slew_ns = 0.03
insertion_delay_ns = 0.34

[detailed_routing]
dr.pass1.iters = 4
final_antenna_net_count = 0
vias = 1514
wl_per_cell_um = 7.999
antennaDiodeCount = 0
drt_first_iter_violations = 7
drc = 0
vias_per_cell = 1.534
drt_wl_total_um = 7895

[sta]
setup_viol = 0
whs_ns = 0.4799
fin_skew_ns = 0.0002525
hold_viol = 0
drv_slew = 0
rsz0062_at_grt = no

[cells_and_area]
instances_no_fill = 987
top_register = state
layout_top_cells = 454 x conb_1, 36 x clkdlybuf4s50_1, 9 x inv_1, 9 x dlygate4sd2_1, 6 x clkbuf_16
seqCellArea_um2 = 100.1
syn_to_final_growth_pct = -19.29
layout_top_cell = conb_1
largest_register_ffs = 5
drive_above_1_share_pct = 2.632
top_regs = state (5)
fill_cells = 4004
comb_area_um2 = 1755

[run]
warnings = 26
maxCapViolCount = 0

[status]
run_status = finished clean

[worst_hold_path]
min_path_type = reg -> reg

synthesized netlist by cell type:
library cell  count
a211oi_2          1
a21oi_1           1
buf_4           484
conb_1            2
dfxtp_1           5
inv_1             9
nand2_1           1
nor2_1            1
nor2_2            1
nor3_1            1
o21ai_2           1
or2_2             1
worst register-to-register path, cell delays in order, from the launching register on:
cell      delay (ns)
dfxtp_1         0.30
nor2_2          0.16
o21ai_2         0.10
a211oi_2        0.21
metal layers:
layer  GRT usage (%)  wire length (um)  vias to the layer above  part of all wire, %
met1           2.049              2152                      654                   27
met2           6.002              4599                      220                   58
met3           1.706              1046                       11                   13
met5               0                 0                        -                    0
li1                -                 -                      629                    -
met4          0.4732                95                        0                  1.2
power by group through the flow:
stage	clock network, mW	logic, mW	registers, mW
5_1_grt	0.793	0.265	0.126
4_1_cts	0.766	0.232	0.125
6_report	0.751	0.202	0.125
stage by stage:
stage	TNS (ns)	power [mW]	utilization [%]	worst slack (ns)	instance area [um^2]
final	0	1.078	8.896	0.03551	3088
after global routing	0	1.184	8.896	0.02131	3088
after CTS	0	1.123	8.888	0.002505	3085
after detailed placement	-0.9209	0.4002	8.474	-0.06592	2942
after global placement	-1.039	0.4076	8.474	-0.05810	2942
after floorplan	0	0.9460	-	0.4122	5523
final timing paths:
path,to,start,slack [ns],depth (start not counted)
setup / recovery,LED[0],clk_2,0.04,3
hold / removal,state[3]$_DFF_P_,state[0]$_DFF_P_,0.48,2
setup reg to reg,state[3]$_DFF_P_,state[4]$_DFF_P_,0.85,3
hold reg to reg,state[3]$_DFF_P_,state[0]$_DFF_P_,0.48,2
logic make-up after synthesis:
group | Yosys count | synth area share (%)
buffers and inverters | 493 | 95.85
DFF | 5 | 2.616
and+or+nand+nor | 5 | 0.6539
AOI/OAI and AO/OA | 3 | 0.6866
other | 2 | 0.1963
final cells by class:
class / count / share of cell area, %
Multi-Input combinational cell: 462 / 56.85
Tap cell: 455 / 18.44
Timing Repair Buffer: 48 / 15.07
Clock buffer: 7 / 5.146
Sequential cell: 5 / 3.241
Inverter: 9 / 1.094
Clock inverter: 1 / 0.1621
what timing repair did:
item	CTS	global route
pin swaps	0	0
gates resized	9	1
setup endpoints to repair	30	4
hold buffers	0	0
Power and IR drop assume default switching activity.
